===== design.v =====
module registerFile(
    input logic [9:0] D,                 
    input logic [1:0] WRA, RDA0, RDA1,   
    input logic ENW, ENR0, ENR1,         
    input logic CLKb,                    
    output logic [9:0] Q0, Q1            
);
    logic [9:0] reg0, reg1, reg2, reg3;
    always_ff @(posedge CLKb) begin
        if(ENW) begin
            case(WRA)
                2'b00: reg0 <= D;
                2'b01: reg1 <= D;
                2'b10: reg2 <= D;
                2'b11: reg3 <= D;
            endcase
        end
    end
    always_comb begin
        if(ENR0) begin
            case(RDA0)
                2'b00: Q0 = reg0;
                2'b01: Q0 = reg1;
                2'b10: Q0 = reg2;
                2'b11: Q0 = reg3;
                default: Q0 = 10'bz;
            endcase
        end
        else begin
            Q0 = 10'bz;
        end
    end
    always_comb begin
        if(ENR1) begin
            case(RDA1)
                2'b00: Q1 = reg0;
                2'b01: Q1 = reg1;
                2'b10: Q1 = reg2;
                2'b11: Q1 = reg3;
                default: Q1 = 10'bz;
            endcase
        end
        else begin
            Q1 = 10'bz;
        end
    end
endmodule

===== run.sh =====
#!/bin/bash
# OpenROAD 26Q1-2900-gdf79404cd8, Yosys 0.63+post, stock flow scripts
make -C /OpenROAD-flow-scripts/flow DESIGN_CONFIG=/design/flow/config.mk WORK_HOME=/design/flow/orfs finish

===== config.mk =====
export PLATFORM = sky130hd
export DESIGN_NAME = registerFile
export DESIGN_NICKNAME = registerFile
export VERILOG_FILES = /design/flow/design.v
export SDC_FILE = /design/flow/constraint.sdc
export NUM_CORES = 4
export LEC_CHECK = 1
export CORE_UTILIZATION = 30

===== constraint.sdc =====
current_design registerFile

set clk_period 1.9
set clk_io_pct 0.2

create_clock -name clk0 -period $clk_period [get_ports {CLKb}]

set non_clock_inputs [all_inputs -no_clocks]
set_input_delay [expr $clk_period * $clk_io_pct] -clock clk0 $non_clock_inputs
set_output_delay [expr $clk_period * $clk_io_pct] -clock clk0 [all_outputs]

==> deck_impl_summary.md <==
Run Summary

Outcome
  • Status: finished, final reports clean

Finish
  • Most frequent cells in the layout: edfxtp_1, mux4_2, dlygate4sd2_1, clkdlybuf4s50_1, buf_4
  • Layout cell share with drive strength beyond 1: 37.2%
  • Post-layout util: ~44%
  • Layout fillers: between 400 and 500
  • Most frequent logic cell in the layout: edfxtp_1
  • Design area: 2430 µm²
  • Flop area: 1200 µm²
  • Logic area: roughly 500 µm²
  • Area Overhead vs Synth: 41.8%

Floorplan
  • Chip area: 6020 µm²
  • IO Count: 40
  • Die X: 77.6 µm
  • Core Area: 5510 µm²
  • Core Util at FP: 31.2%
  • Rows: 27
  • Die Ht: 77.6 µm

Critical path
  • Critical path class: input pin to output port
  • CP Launch Type: input pin
  • CP endpoint kind: output port
  • Critical Path RT: 1.52 ns
  • CP Max Fanout: 4
  • Slowest stage cell, crit path: mux4_2
  • Critical Path Max Stage Delay: ~0.47 ns
  • CP most frequent cell: buf_4
  • Critical Path Start: RDA0[0]
  • Crit-path cells: buf_4, buf_16, buf_4, mux4_2, dlygate4sd2_1
  • Worst Path Arrival: ~1.5 ns

Synthesis
  • Post-Syn Instances: around 68
  • Fraction of the mapped netlist area in simple logic gates: 1.82%
  • Cell Type Count: 7
  • Synth Seq Share: 70.0%
  • Post-Synth AOI/OAI Area: 0%
  • Adders+Majority by Area: 0%
  • MUX share of area: 26.3%
  • Yosys cell count: 68
  • Synth warn: 5
  • Seq cells post-synth: about 40
  • Synthesized area: 1720 µm²
  • Comb area leader: multiplexers
  • Area reported by Yosys stat: 1720 µm²
  • Syn Area/Cell: 25.2 µm²
  • Xor/xnor cell area share of the yosys netlist: 0%

Power
  • Combinational fraction of design power: 14.6%
  • Seq pwr share: slightly below 60%
  • Int Pwr: 1.43 mW
  • Net switching fraction of the power: 19.1%
  • Clock network fraction of design power: 27.0%
  • Leak: 0.858 nW
  • Worst vdd ir: ~0.00021 V
  • Power Dens Cells: 728 nW/µm²
  • NetSw: around 0.34 mW
  • Total power: 1.77 mW

Global route
  • GRT Total Usage: 13.2%
  • Largest net degree at the start of global routing: 11
  • Antenna violations before repair: 0
  • Total gr overflow: 0
  • First-pass GRT wire length: 5390 µm
  • Vias in the first global route: approximately 1.0k

Clock tree
  • Total CTS buffers: 5
  • CTS tree: built
  • CTS clock-pin slew for the worst setup and hold paths: ~0.060 ns
  • CTS H-tree depth: 2
  • Clock Tree Root: clkbuf_8
  • Clock Path Buffers: 2
  • Clock sinks: about 40
  • # hold bufs at CTS: 0

Flow run
  • Log Warnings: 27
  • Max Cap Viol: 0

Place
  • Gpl congestion: 0.708
  • Port-buffer cells: 37
  • DP Area: approximately 2300 µm²

STA
  • Final hold slack: 0.731 ns
  • Max Freq: 0.541 GHz
  • Final setup violation count: 0
  • Setup repair after global routing missed its margin: no
  • Worst-Margin Slew: roughly 0.18 ns
  • Pins Over Slew Limit: 0
  • Final period utilization: about 97%
  • Relative slew slack: 87.9%
  • Fin. Hold Viols: 0
  • Final TNS setup: 0 ns
  • Minimum clock period after layout: 1.85 ns

Route
  • Antenna-violating nets left: 0
  • Routed len/inst: 17.5 µm
  • Vias per cell: between 4 and 5
  • DR pass1 iterations: 2
  • Drt total wl: 3370 µm
  • Iter 0 DRT Violations: 43
  • ANT cells: 0
  • Via count: ~940
  • Post-route DRC: 0

Worst hold path
  • Hold Crit Class: input pin to flip-flop
  • Hold path startpoint: D[2]
## through the flow
step                      setup slack [ns]  cells
after floorplan                      0.305     68
after global placement              -0.508    181
after detailed placement            -0.491    181
after CTS                          0.00255    194
after global routing               0.00760    193
final                               0.0512    193
## kinds of logic (layout without fill, tap and decap cells)
| logic type | Yosys count | after routing |
|---|---|---|
| muxes | 20 | 20 |
| and+or+nand+nor | 4 | 4 |
| buffers and inverters | 4 | 57 |
| DFF | 40 | 40 |
## flip-flops by register name, summed over array words and instances, names as in the netlist
signal / count
reg2: 10
reg0: 10
reg1: 10
reg3: 10
## synthesized netlist by cell type (all sizes together)
cell	instances	area share, %
and3	1	0.36
and3b	2	1.0
buf	2	1.3
clkbuf	2	0.58
edfxtp	40	70
mux4	20	26
nor3b	1	0.44
## area by class of cell
class,count,share of cell area [%]
Sequential cell,40,49.4
Timing Repair Buffer,52,24.1
Multi-Input combinational cell,24,20.0
Tap cell,72,3.70
Clock buffer,5,2.83
## critical path, delay by kind of cell
family	cells	cell delay (ns)
buffers and inverters	4	0.61
multiplexers	1	0.47
## power by group through the flow
| stage | Sequential (mW) | Combinational [mW] | Clock [mW] |
|---|---|---|---|
| CTS | 1.03 | 0.264 | 0.488 |
| global route | 1.04 | 0.280 | 0.518 |
| finish | 1.03 | 0.259 | 0.478 |
## what timing repair did
| action | CTS | global route |
|---|---|---|
| resized | 40 | 1 |
| endpoints found under the setup margin | 20 | 2 |
| buffers inserted | 4 | 0 |
| gates cloned | 4 | 0 |
## final timing paths
| path | to | depth (start not counted) |
|---|---|---|
| setup / recovery | Q0[7] | 5 |
| hold / removal | reg3[2] | 1 |
## metal layers
metal / share of wire, % / vias to the layer above / track usage (%)
met5: 0 / - / 0
met4: 1.9 / 0 / 1.89
met3: 15 / 6 / 9.56
met2: 49 / 74 / 20.3
met1: 34 / 452 / 16.0
li1: - / 411 / -
No activity file was given, so power comes from the tool's default toggle rates.
