File: /design/flow/run.sh
#!/bin/bash
# OpenROAD 26Q1-2900-gdf79404cd8, Yosys 0.63+post, stock flow scripts
make -C /OpenROAD-flow-scripts/flow DESIGN_CONFIG=/design/flow/config.mk WORK_HOME=/design/flow/orfs finish
File: /design/flow/config.mk
export PLATFORM = sky130hd
export DESIGN_NAME = output_logic
export DESIGN_NICKNAME = output_logic
export VERILOG_FILES = /design/flow/design.v
export SDC_FILE = /design/flow/constraint.sdc
export NUM_CORES = 4
export LEC_CHECK = 1
export CORE_AREA = 10 10 70 70
export DIE_AREA = 0 0 80 80
File: /design/flow/design.v
module dec416( 
	input logic [3:0] A,
	output logic [15:0] Y
);
	assign Y[15] = A[3] & A[2] & A[1] & A[0];
	assign Y[14] = A[3] & A[2] & A[1] & ~A[0];
	assign Y[13] = A[3] & A[2] & ~A[1] & A[0];
	assign Y[12] = A[3] & A[2] & ~A[1] & ~A[0];
	assign Y[11] = A[3] & ~A[2] & A[1] & A[0];
	assign Y[10] = A[3] & ~A[2] & A[1] & ~A[0];
	assign Y[9] = A[3] & ~A[2] & ~A[1] & A[0];
	assign Y[8] = A[3] & ~A[2] & ~A[1] & ~A[0];
	assign Y[7] = ~A[3] & A[2] & A[1] & A[0];
	assign Y[6] = ~A[3] & A[2] & A[1] & ~A[0];
	assign Y[5] = ~A[3] & A[2] & ~A[1] & A[0];
	assign Y[4] = ~A[3] & A[2] & ~A[1] & ~A[0];
	assign Y[3] = ~A[3] & ~A[2] & A[1] & A[0];
	assign Y[2] = ~A[3] & ~A[2] & A[1] & ~A[0];
	assign Y[1] = ~A[3] & ~A[2] & ~A[1] & A[0];
	assign Y[0] = ~A[3] & ~A[2] & ~A[1] & ~A[0];
endmodule
module output_logic(
	input logic [9:0]BUS,
	input logic [9:0]REG,
	input logic [1:0]TIME,
	input logic PEEKb,
	input logic DONE,
	output logic [9:0]LED_B,
	output logic [6:0]DHEX0,
	output logic [6:0]DHEX1,
	output logic [6:0]DHEX2,
	output logic [6:0]THEX,
	output logic LED_D
);
	logic [3:0]BUS0, BUS1, BUS2;
	logic [3:0]REG0, REG1, REG2;
	assign LED_B = BUS;
	always_comb
	begin
		if(PEEKb)
		begin
			BUS0 = BUS[3:0];
			BUS1 = BUS[8:4];
			BUS2 = BUS[9];
		end
		else
		begin
			BUS0 = REG[3:0];
			BUS1 = REG[8:4];
			BUS2 = REG[9];
		end
		if(DONE) LED_D = 1;
		else LED_D = 0;
	end	
	seven_seg hex0(.A(BUS0), .S(DHEX0)); 
	seven_seg hex1(.A(BUS1), .S(DHEX1)); 
	seven_seg hex2(.A(BUS2), .S(DHEX2)); 
	seven_seg hex6(.A(TIME), .S(THEX));
endmodule
module seven_seg(
	input logic [3:0] A,
	output logic [6:0] S
);
logic [15:0] Y; 
dec416 d1(.A(A), .Y(Y));
assign S[0] = ~(Y[2]|Y[3]|Y[4]|Y[5]|Y[6]|Y[8]|Y[9]|Y[10]|Y[11]|Y[13]|Y[14]|Y[15]); 
assign S[1] = ~(Y[0]|Y[4]|Y[5]|Y[6]|Y[8]|Y[9]|Y[10]|Y[11]|Y[12]|Y[14]|Y[15]); 
assign S[2] = ~(Y[0]|Y[2]|Y[6]|Y[8]|Y[10]|Y[11]|Y[12]|Y[13]|Y[14]|Y[15]); 
assign S[3] = ~(Y[0]|Y[2]|Y[3]|Y[5]|Y[6]|Y[8]|Y[11]|Y[12]|Y[13]|Y[14]); 
assign S[4] = ~(Y[0]|Y[1]|Y[3]|Y[4]|Y[5]|Y[6]|Y[7]|Y[8]|Y[9]|Y[10]|Y[11]|Y[13]); 
assign S[5] = ~(Y[0]|Y[1]|Y[2]|Y[3]|Y[4]|Y[7]|Y[8]|Y[9]|Y[10]|Y[13]); 
assign S[6] = ~(Y[0]|Y[2]|Y[3]|Y[5]|Y[6]|Y[7]|Y[8]|Y[9]|Y[10]|Y[12]|Y[14]|Y[15]); 
endmodule
File: /design/flow/constraint.sdc
current_design output_logic

set clk_period 3.1
set clk_io_pct 0.2

create_clock -name clk0 -period $clk_period

set non_clock_inputs [all_inputs -no_clocks]
set_input_delay [expr $clk_period * $clk_io_pct] -clock clk0 $non_clock_inputs
set_output_delay [expr $clk_period * $clk_io_pct] -clock clk0 [all_outputs]
==> results.yml <==
# flow metrics
final_timing:
  period_needed_ns: 2.99
  drv_slew: 0
  hold_viol_final: 0
  setup_viol: 0
  rsz0062_at_grt: "no"
  fmax_mhz: 334
  finalCritPeriodShare_pct: 96.4
power:
  swShare_pct: 36.3
  leakage_uw: 0.000551
  pwr-share-comb_pct: 100.0
  seq_power_share_pct: 0
  ir_worst_vdd_v: 0.0000637
  p_per_area_nw_per_um2: 168
  p_sw_uw: 82.6
  internal-power_uw: 145
  clockPowerShare_pct: 0
critical_path:
  timing.critical_path.cells: "clkdlybuf4s50_1 > mux2_4 > buf_4 > nor4_4 > a31o_2 > clkdlybuf4s50_1"
  end_kind: "primary output"
  critPathSlowestCell: "clkdlybuf4s50_1"
  path_class: "input pin to primary output"
  cp_max_fo: 10
  crit_path_max_incr_delay_ns: 0.47
  crit_required_ns: 2.48
  crit_top_cell: "clkdlybuf4s50_1"
  arrival_ns: 2.37
  start_kind: "input pin"
routing:
  drt-pass1-iter-count: 4
  ant_nets: 0
  post_drt_wl_per_cell_um: 13.0
  vias_per_cell: 4.61
  num_antenna_cells: 0
  initialDrtViolationCount: 38
  drc: 0
  wirelength_mm: 2.50
  vias: 889
outcome:
  status: "completed"
global_routing:
  grt_max_degree: 15
  overflow: 0
  grt_use_total_pct: 7.14
  antenna_found_initial: 0
  grt_pass1_wl_mm: 3.84
  grt_pass1_vias: 775
floorplan:
  io_pins: 63
  chipArea_um2: 6400
  initial_core_util_pct: 20.8
  core.rowCount: 21
  die_w_um: 80
  core_area_um2: 3420
  fp.dieH_um: 80
synth:
  syn_inst: 99
  yosysWarnings: 2
  ys_seq_share_pct: 0
  ys_types: 30
  syn_area_um2: 712
  ys_area_um2: 712
  avgSynthCellArea_um2: 7.19
  yosysCellCount: 99
worst_hold_path:
  hold_class: "input pin to primary output"
cells_and_area:
  drive_gt1_share_pct: 25.2
  fin_util_pct: 39.8
  ff_count: 0
  synthToLayoutAreaGrowth_pct: 90.9
  flop_area_um2: 0
  final_cell_area_um2: 1360
  stdcell_count: 193
  n_clock_buffer: 0
run:
  tool_warnings: 33
  maxCapViolations: 0
place:
  place_congestion: 0.766
  port_buffers: 54
  place_inst: 192
  dpl_cell_area_um2: 1250
  dp_hpwl_mm: 2.13
clock_network:
  cts_hold_buf: 0
-- cell usage after synthesis (all sizes together) --
cell type	instances	share of area, %
a21oi	4	2.8
a22oi	1	1.1
a31o	1	1.2
a32oi	1	1.2
buf	24	26
clkbuf	2	1.1
conb	2	1.1
inv	1	0.53
maj3	2	2.8
mux2	8	13
mux2i	8	11
nand2	6	3.2
nand2b	1	0.88
nand3	8	5.6
nand3b	1	1.1
nand4	8	7.0
nor2	2	1.1
nor2b	1	0.88
nor4	2	1.8
o211ai	4	4.9
o21a	1	1.1
o22ai	5	4.4
or2	1	0.88
or3	1	0.88
or4	2	2.1
xnor2	2	2.5
-- cells by family (layout without fill, tap and decap cells) --
logic type,count (synthesis),in the layout,synth area share [%]
muxes,16,16,24.4
adders and majority gates,2,2,2.81
other,2,4,1.05
buffers and inverters,27,73,27.2
and+or+nand+nor,33,33,25.3
AOI/OAI and AO/OA,17,17,16.7
xor gates and xnor gates,2,2,2.46
-- per-layer routing --
metal / GRT usage, % / wire length, um / vias up
met1: 9.91 / 1150 / 402
met5: 0 / 0 / -
met4: 0.176 / 0 / 0
li1: - / - / 454
met2: 11.2 / 1120 / 33
met3: 2.05 / 239 / 0
-- stage by stage --
step           power (uW)  hold WS [ns]  setup WS (ns)  TNS, ns
5_1_grt               248          1.24        0.00341        0
4_1_cts               226          1.24         0.0166        0
2_1_floorplan        98.0          1.25          0.675        0
3_3_place_gp          212          1.24         -0.214    -1.75
3_5_place_dp          215          1.24         -0.212    -1.83
6_report              228          1.24          0.110        0
-- power groups by stage --
stage	clock (uW)	sequential, uW	combinational, uW
after CTS	0	0	226
after global routing	0	0	248
final	0	0	228
-- repair_timing --
action                     4_1_cts  5_1_grt
setup endpoints to repair       13        6
gates resized                   13       10
pin swaps                        1        1
cloned                           0        0
buffers inserted                 1        0
-- cell usage in the layout (no fill, tap or decap), drive strengths merged, types with 2 or more instances in the layout --
cell           count
a21oi              4
buf               18
clkdlybuf4s50     48
conb               4
dlygate4sd2        2
dlymetal6s2s       4
maj3               2
mux2               8
mux2i              8
nand2              6
nand3              8
nand4              8
nor2               2
nor4               2
o211ai             4
o22ai              5
or4                2
xnor2              2
-- critical path: cells and delay by family --
family | cells | cell delay (ns)
buffers and inverters | 3 | 1.11
AND/OR/NAND/NOR | 1 | 0.20
multiplexers | 1 | 0.31
AND-OR/OR-AND | 1 | 0.13
-- area by class of cell --
class                           instances  area (um2)
Fill cell                             350        2060
Timing Repair Buffer                   72         694
Multi-Input combinational cell         74         603
Tap cell                               46        57.6
Inverter                                1        3.75
-- worst paths after layout --
| path | to | slack, ns | cells past startpoint | from |
|---|---|---|---|---|
| setup / recovery | DHEX0[4] | 0.11 | 6 | BUS[2] |
| hold / removal | LED_B[8] | 1.24 | 0 | BUS[8] |
Power is estimated from default activity; no workload was simulated.
