===== /design/flow/design.v =====
module trireg10(
    input logic [9:0] D,
    input logic CLKb, Rin, Rout,
    output tri [9:0] Q
);
    logic [9:0] internal_Q;  
    always_ff @(negedge CLKb) begin
        if (Rin) begin
            internal_Q <= D;  
        end
    end
    assign Q = Rout ? internal_Q : 10'bz;  
endmodule

===== /design/flow/constraint.sdc =====
current_design trireg10

set clk_period 1.0
set clk_io_pct 0.2

create_clock -name clk0 -period $clk_period [get_ports {CLKb}]

set non_clock_inputs [all_inputs -no_clocks]
set_input_delay [expr $clk_period * $clk_io_pct] -clock clk0 $non_clock_inputs
set_output_delay [expr $clk_period * $clk_io_pct] -clock clk0 [all_outputs]

===== /design/flow/run.sh =====
#!/bin/bash
# OpenROAD 26Q1-2900-gdf79404cd8, Yosys 0.63+post, stock flow scripts
make -C /OpenROAD-flow-scripts/flow DESIGN_CONFIG=/design/flow/config.mk WORK_HOME=/design/flow/orfs finish

===== /design/flow/config.mk =====
export PLATFORM = sky130hd
export DESIGN_NAME = trireg10
export DESIGN_NICKNAME = trireg10
export VERILOG_FILES = /design/flow/design.v
export SDC_FILE = /design/flow/constraint.sdc
export NUM_CORES = 4
export LEC_CHECK = 1
export CORE_AREA = 10 10 70 70
export DIE_AREA = 0 0 80 80

==> metrics.csv <==
metric,value,unit
crit path DAT,1.30,ns
die width,80,um
tool warnings,38,
post-placement cell area,587,um^2
Post-synth regs,10,
critical setup path kind,reg2out,
Max transition margin,94.9,%
RSZ-0062 raised after global routing,yes,
std cell rows,21,
Reg area,300,um^2
gr usage total,2.77,%
Hold WC Path Type,in2reg,
crit path cell chain,buf_2,
via count,225,
Synth warnings,2,
power per cell area,1650,mW/mm^2
die area,0.00640,mm^2
die height,80,um
critical path buffer and inverter count,1,
core area,0.00342,mm^2
Logic cell area,0,um^2
top logic cells by instance count in the layout,"inv_1 (10), dlygate4sd2_1 (10), edfxtp_1 (10), buf_2 (10), clkbuf_4 (3)",
"slowest stage delay, CP",0.36,ns
clk buf depth,2,
pre-placement core utilization,8.90,%
residual DRC count,0,
H-tree depth,1,
leak pwr,0.274,nW
Initial DRC Count,11,
syn_area_per_cell,27.6,um^2
fin. max-slew vios,0,
"Most flops, register",internal_Q,
input/output buffers,21,
Largest register FFs,10,
cell taking the most area after synthesis,edfxtp_1,
max-cap viol count,0,
routed wire length,801,um
clk slew on worst S/H paths,0.03,ns
initial antenna violation count,0,
drt pass-1 iters,2,
"top cells by area, synth","edfxtp_1 (99%), inv_1 (1.2%)",
post-route cell area,589,um^2
drt wl/cell,8.71,um
Synth cell types,2,
share of cells above drive strength 1,34.8,%
Setup-failing EPs final,10,
# IOs,23,
cells in synth_stat.txt,11,
top flop regs,internal_Q (10),
ANT cells,0,
CTS Buf Count,3,
vias in the first global route,298,
critical path's top delay family,flip-flops,
vias per inst,2.45,
Crit path required time,0.80,ns
area of the mapped netlist,304,um^2
PnR worst setup slack,-0.502,ns
Slew @ Worst Pin,0.0763,ns
CTS tree,done,
Antenna Nets Post-Route,0,
Final Hold Fails,0,
CP Capture Type,primary output,
GRT overflow,0,
outcome,"complete, but fails checks",
largest net degree at the start of global routing,6,
gate count of the mapped netlist,11,
"slowest stage cell, crit path",edfxtp_1,
clock sinks,10,
Worst Setup Start Kind,flip-flop,
Tot Pwr,0.973,mW
FILL cells,400,
"Chip Area, Yosys",304,um^2
VDD IR max,0.000730,V
top area contributor share,98.8,%
routability cong.,0.648,
violated checks,negative setup slack,
Area Overhead vs Synth,93.8,%
mi-comb count,0,
first-pass GRT wire length,1.34,mm
Worst Path Max Fanout,1,
clk root buf,clkbuf_4,
part of the Yosys area used for sequential elements,98.8,%
-- area by class of cell --
| type | instances | share of cell area, % |
|---|---|---|
| clock inverter | 10 | 6.37 |
| tap | 46 | 9.77 |
| timing repair buffer | 23 | 29.1 |
| sequential | 10 | 51.0 |
| clock buffer | 3 | 3.82 |
-- cell families (layout without fill, tap and decap cells) --
logic type,after synthesis,in the layout,synth area share [%]
buffers and inverters,1,36,1.23
flip-flops,10,10,98.8
-- worst paths after layout --
path	start	end	slack, ns	cells past startpoint
max	internal_Q[3]	Q[3]	-0.50	1
min	D[3]	internal_Q[3]	0.67	1
-- power breakdown --
part,internal [mW],switching (mW),leakage (nW)
Sequential,0.502,0.00669,0.0979
Combinational,0.0494,0.0203,0.109
Clock,0.191,0.203,0.0671
Total,0.743,0.230,0.274
-- per-layer routing --
layer | routed length [um] | track usage [%] | vias to the layer above
met4 | 4 | 0.880 | 0
met1 | 291 | 2.43 | 96
met3 | 128 | 3.30 | 2
met2 | 377 | 3.93 | 14
li1 | - | - | 113
met5 | 0 | 0 | -
-- cell usage after synthesis --
cell	n
inv_1	1
edfxtp_1	10
-- what timing repair did --
action / CTS / global route
hold buffers: 0 / 0
resized: 45 / 0
setup endpoints to repair: 30 / 10
setup buffers: 0 / 0
-- per-stage QoR --
stage	utilization (%)	setup WS, ns	setup TNS (ns)	instances	hold WS, ns
6_report	17.3	-0.502	-4.79	92	0.675
5_1_grt	17.3	-0.568	-5.40	92	0.664
4_1_cts	17.3	-0.530	-5.03	92	0.662
3_3_place_gp	17.2	-0.619	-14.61	80	1.26
2_1_floorplan	-	0.00132	0	11	0.799
3_5_place_dp	17.2	-0.624	-14.66	80	1.26
Power figures rest on the tool's default switching activity, not on a simulated workload.
